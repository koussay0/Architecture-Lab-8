==> design/flow/design.v <==
`timescale 1ns / 1ps
module Register_Reset (
    input clk,                
    input reset,              
    input RegWrite,           
    input [4:0] read_addr1,   
    input [4:0] read_addr2,  
    input [4:0] write_addr,  
    input [31:0] write_data,  
    output [31:0] read_data1, 
    output [31:0] read_data2  
);
    reg [31:0] regFile [31:0]; 
    assign read_data1 = regFile[read_addr1];
    assign read_data2 = regFile[read_addr2];
     integer i;
    always @(posedge clk or posedge reset) begin
        if (reset) begin
            for (i = 0; i < 32; i = i + 1) begin
                regFile[i] = 32'b0;
            end
        end
        else if (RegWrite && write_addr != 0) begin
            regFile[write_addr] = write_data;
        end
    end
endmodule
==> design/flow/run.sh <==
#!/bin/bash
# OpenROAD 26Q1-2900-gdf79404cd8, Yosys 0.63+post, stock flow scripts
make -C /OpenROAD-flow-scripts/flow DESIGN_CONFIG=/design/flow/config.mk WORK_HOME=/design/flow/orfs finish
==> design/flow/config.mk <==
export PLATFORM = sky130hd
export DESIGN_NAME = Register_Reset
export DESIGN_NICKNAME = Register_Reset
export VERILOG_FILES = /design/flow/design.v
export SDC_FILE = /design/flow/constraint.sdc
export NUM_CORES = 4
export LEC_CHECK = 1
export CORE_UTILIZATION = 30
==> design/flow/constraint.sdc <==
current_design Register_Reset

set clk_period 8.2
set clk_io_pct 0.2

create_clock -name clk0 -period $clk_period [get_ports {clk}]

set non_clock_inputs [all_inputs -no_clocks]
set_input_delay [expr $clk_period * $clk_io_pct] -clock clk0 $non_clock_inputs
set_output_delay [expr $clk_period * $clk_io_pct] -clock clk0 [all_outputs]
==> PnR_summary.wiki <==
== Implementation results ==
{| class="wikitable"
! Metric !! Value
|-
| Outcome || complete, no violations
|-
| Final worst-path cycle share || 92.3%
|-
| Number of buffers created by CTS || 111
|-
| MI comb area || 24,000 sq um
|-
| Post-synthesis sequential element count || 1,024
|-
| Largest stage delay on the critical path || 1.11 ns
|-
| TritonCTS clock tree || built
|-
| Cell chain of the critical path || buf_2, buf_4, nand3_1, nor2_4, buf_4, a22oi_1, and4_1, nand4_1, o22a_1, clkdlybuf4s50_1
|-
| Main area contributors || sky130_fd_sc_hd__dfrtp_1, sky130_fd_sc_hd__mux2_2, sky130_fd_sc_hd__a22oi_1
|-
| Via count || 44,700
|-
| Cell depth of the worst flop-to-flop path || 1
|-
| Post-CTS Repair Setup Buffers || 0
|-
| Most common cell in the synthesized netlist || sky130_fd_sc_hd__dfrtp_1
|-
| Insertion Delay late pin || 0.76 ns
|-
| Number of warnings in the stage logs || 43
|-
| Mean post-synth cell area || 11.7 sq um
|-
| Global routing usage summed across all routing layers || 33.5%
|-
| Cell type with the largest total area after synthesis || sky130_fd_sc_hd__dfrtp_1
|-
| Leakage power || 25.9 nW
|-
| Number of nets with antenna violations after detailed routing || 0
|-
| Largest net degree at the start of global routing || 123
|-
| Floorplan core area || 170,000 sq um
|-
| Post-Place Setup Slack || 0.896 ns
|-
| Final setup vio count || 0
|-
| Final RePlAce weighted congestion || 1.07
|-
| H-tree depth reported by CTS || 3
|-
| Maximum clock frequency || 0.132 GHz
|-
| Wire length after detailed routing || 284 mm
|-
| Detail-routed net length per standard cell || 41.8 um
|-
| Post_cts resized || 0
|-
| Data required time at the worst endpoint || 6.56 ns
|-
| Residual DRC || 0
|-
| Count of placed standard cells including taps || 6,560
|-
| Dominant flop cell || sky130_fd_sc_hd__dfrtp_1
|-
| Worst setup slack after layout || 0.628 ns
|-
| Chip area || 173,000 sq um
|-
| Fin cells || 6,779
|-
| Post-Synthesis Cell Area || 51,300 sq um
|-
| Worst Setup Start Kind || input port
|-
| Class of the tightest hold or removal check || reg -> reg
|-
| Max Clock Skew || 0 ns
|-
| Number of enable-type register cells in the synthesized netlist || 0
|-
| Max-slew violation count || 0
|-
| Element type at the critical path end || output port
|-
| Max rail drop VDD || 162 uV
|-
| Die X || 415 um
|-
| Maximum number of buffers from clock root to sink || 3
|-
| Worst slew pin tran || 1.30 ns
|-
| Count of cells along the worst hold path || 0
|-
| Cell count listed in synth_stat.txt || 4,379
|-
| Area growth from synthesis to layout || 17.2%
|-
| Post-synth area from yosys stat || 51,300 sq um
|-
| Power density over the cells || 242 nW/um^2
|-
| Clock sinks || 1,024
|-
| Die Ht || 415 um
|-
| Final min period || 7.57 ns
|-
| Post-DP HPWL || 181 mm
|-
| Setup TNS || 0 ns
|-
| Ports placed on the boundary || 114
|-
| Commonest cells in the synthesized netlist || sky130_fd_sc_hd__dfrtp_1, sky130_fd_sc_hd__mux2_2, sky130_fd_sc_hd__a22oi_1
|-
| Remaining max-slew budget at the tightest pin || 13.0%
|-
| Fraction of registers with async set/reset || 100%
|-
| Max-area cell share || 50.0%
|-
| Share of synthesized area occupied by flip-flops and latches || 50.0%
|-
| Standard-cell row count || 151
|-
| Setup repair after global routing missed its margin || no
|-
| Gate count after technology mapping || 4,379
|-
| Startpoint-to-endpoint class of the critical path || in -> out
|-
| Fillers || 16,500
|-
| Number of max-cap violations || 0
|-
| Critical path peak fanout || 17
|-
| Clock-pin slew on the worst setup and hold paths || 0.06 ns
|-
| Number of buffers added to fix hold violations after cts || 0
|-
| Drt pass-1 iters || 8
|-
| Worst endpoint data arrival time || 5.93 ns
|-
| Antenna violations before repair || 16
|-
| Total count of hold-check failures in the final report || 0
|-
| Drt initial violations || 5,505
|-
| Global-route wire length before repair || 384 mm
|-
| Share of the core filled by cells before placement || 30.2%
|-
| Tally of buffers added on design ports || 113
|-
| Clock Tree Root || sky130_fd_sc_hd__clkbuf_16
|-
| Synthesis Warnings || 2
|-
| Number of global-route vias before repair || 44,500
|-
| Via density || 6.59
|-
| CP dominant cell by count || sky130_fd_sc_hd__buf_4
|-
| Number of flip-flops under the largest register name || 1,024
|-
| Layout cells sized above 1 || 35.2%
|-
| Slowest CP cell || sky130_fd_sc_hd__nor2_4
|-
| Distinct lib cells used || 63
|-
| Aggregate global routing overflow || 0
|-
| Combined flip-flop and latch cell area || 25,600 sq um
|}
power by group:
| part | switching [mW] | internal [mW] | total, mW |
|---|---|---|---|
| sequential | 1.02 | 6.00 | 7.02 |
| combinational | 1.02 | 1.08 | 2.10 |
| clock | 2.27 | 3.15 | 5.42 |
stage by stage:
stage,hold slack (ns),cell area (sq um),power (mW),util (%)
final,0.403,60100,14.5,35.4
after global routing,0.414,60100,14.9,35.4
after CTS,0.405,60100,14.5,35.4
after detailed placement,0.389,56200,9.10,33.1
after global placement,0.389,56200,9.07,33.1
after floorplan,0.451,51300,7.97,-
metal layers:
metal	vias to the layer above	track usage, %	part of all wire (%)
met5	-	0.445	0.097
met4	29	23.9	9.8
met3	1462	17.5	15
met2	3667	46.0	41
met1	22700	40.4	35
li1	16900	-	-
worst max-delay path: cells and delay by family:
kind	cells	cell delay, ns
AND-OR/OR-AND	2	0.51
AND/OR/NAND/NOR	4	1.89
buffers and inverters	4	1.84
path summary, 6_finish.rpt:
| kind | startpoint | slack, ns | endpoint |
|---|---|---|---|
| min in group asynchronous | reset | 1.36 | regFile[31][21] |
| setup / recovery | read_addr2[0] | 0.63 | read_data2[17] |
| max in group asynchronous | reset | 4.93 | regFile[15][6] |
| hold / removal | regFile[0][13] | 0.40 | regFile[0][13] |
| hold reg to reg | regFile[0][13] | 0.40 | regFile[0][13] |
| setup reg to reg | regFile[18][2] | 7.29 | regFile[18][2] |
placed cells by master, fill, tap and decap left out, drive strengths merged, types with 12 or more instances in the layout:
cell type / n
nor3: 61
dfrtp: 1024
clkbuf: 149
a22o: 30
nand2b: 12
diode: 12
a2bb2oi: 16
mux2i: 37
a21oi: 98
bufinv: 14
nand4: 105
nor2: 192
mux2: 1008
clkinvlp: 14
a22oi: 794
o21ai: 22
clkdlybuf4s50: 104
clkinv: 29
buf: 304
nand3: 61
nor4: 37
nor2b: 17
a31oi: 12
a222oi: 23
a32oi: 12
nand2: 249
logic make-up (layout without fill, tap and decap cells):
group           Yosys count  in the layout  share of synthesized area [%]
mux                    1045           1045                           22.9
compound gates         1075           1075                           15.5
other cells               0             12                              0
flops                  1024           1024                           50.0
simple gates            781            781                           7.56
buf+inv                 454            624                           4.13
cell type report:
cell class,instances,share of cell area [%]
antenna,12,0.0500
clock buffer,149,5.26
clock inverter,58,1.19
inverter,9,0.0624
multi-input combinational,2901,40.0
sequential,1024,42.6
tap,2218,4.62
timing repair buffer,408,6.20
No activity file was given, so power comes from the tool's default toggle rates.
