==> flow/design.v <==
`timescale 1ns / 1ps
module DataMem(
    input clk,
    input MemRead,
    input MemWrite,
    input [5:0] addr,
    input [31:0] data_in,
    output reg [31:0] data_out
);
reg [31:0] mem [0:63]; 
initial begin   
    mem[0]=32'd17;
    mem[1]=32'd9;
    mem[2]=32'd25;
end
always @(*) begin
    if (MemRead)
        data_out = mem[addr]; 
end
always @(posedge clk) begin  
    if (MemWrite) 
        mem[addr] <= data_in;
end
endmodule
==> flow/run.sh <==
#!/bin/bash
# OpenROAD 26Q1-2900-gdf79404cd8, Yosys 0.63+post, stock flow scripts
make -C /OpenROAD-flow-scripts/flow DESIGN_CONFIG=/design/flow/config.mk WORK_HOME=/design/flow/orfs finish
==> flow/config.mk <==
export PLATFORM = sky130hd
export DESIGN_NAME = DataMem
export DESIGN_NICKNAME = DataMem
export VERILOG_FILES = /design/flow/design.v
export SDC_FILE = /design/flow/constraint.sdc
export NUM_CORES = 4
export LEC_CHECK = 1
export CORE_UTILIZATION = 40
==> flow/constraint.sdc <==
current_design DataMem

set clk_period 45.5
set clk_io_pct 0.2

create_clock -name clk0 -period $clk_period [get_ports {clk}]

set non_clock_inputs [all_inputs -no_clocks]
set_input_delay [expr $clk_period * $clk_io_pct] -clock clk0 $non_clock_inputs
set_output_delay [expr $clk_period * $clk_io_pct] -clock clk0 [all_outputs]
==> results.txt <==
flow finished, numbers: status=completed, CP endpoint kind=flop, DR vias/cell=between 5 and 6, synthesized area per cell=18.6 um^2, DRT iter0 DRCs=3,215, number of unconstrained endpoints=about 64, Yosys cell types=around 56, HP Class=primary input to flop, first-pass GRT wire length=301,000 um, TritonCTS buffer count=193, HP Start=data_in[31], min Tclk post-route=~11 ns, GPL Wtd Cong=0.974, count of pins over their slew limit=0, Critical Path RT=roughly 46 ns, Final setup viols=0, CTS Hold Bufs=0, P per Cell Area=roughly 43 nW/um^2, startpoint type of the worst setup path=primary input, tool warnings=29, Top-area cell share=78.1%, Detailed Route WL=207,000 um, IO Pins=73, fillers=16,100, initial antenna violation count=4, Root Buffer Master=clkbuf_16, crit-path max FO=18, CTS tree=yes, Synth Warn #=1, All-Layer GR Usage=between 20 and 25%, max_cap viols=0, Layout area overhead=13.2%, synth cell count leaders=edfxtp_1 (2,048), mux2i_1 (259), a22oi_1 (188), VDD IR max=0.0000305 V, # resized after CTS=0, vias in the first global route=43,400, drc violations=0, Leakage=roughly 28 nW, Worst EP arrival=11.92 ns, fp util=between 40% and 50%, final setup TNS=0 ns, die width=approximately 450 um, kind of critical path=primary input to flop, drt wl/cell=28.8 um, Synthesized registers=2,080, Reg clk slew, reported paths=0.06 ns, Post-synth area hogs=edfxtp_1 (78%), mux2i_1 (3.3%), mux4_2 (2.7%), fmax=just under 90 MHz, share of cells above drive strength 1=approximately 18%, row cnt=162, Yosys Instances=4,239, Die H=446 um, number of iterations in the first detailed-routing pass=6, total power=around 3.8 mW, headroom to the max-slew limit=~35%, core area=195,000 um^2, Synth Cell Area=78,800 um^2, Fin. Hold Viols=0, Slew @ Worst Pin=0.981 ns, fin crit share=25.1%, hold path depth=1, worst slack, placed=33.33 ns, ys flop type=edfxtp_1, Die Area=199,000 um^2, clock tree buffer depth=3, via count=41,200, # Post-CTS Setup Buffers=0, largest net degree at the start of global routing=123, Finished Core Util=45.7%, Synth async-reset ratio=0%, hold worst-path end=mem[49][31]$_DFFE_PP_, EDFF count, synth=2,048, YS chip area=78,800 um^2, count leader, synth=edfxtp_1, register pins left without a clock=32, setup ws final=34.07 ns, post-synth top area cell=edfxtp_1, H-tree depth=4, DRT antenna net count=0, Final HPWL DP=approximately 120,000 um, Mapped Cells=4,239, RSZ-0062 raised after global routing=false, grt total ovfl=0, PortBufs=72
kinds of logic after synthesis:
logic type	share of synthesized area, %
latches	0.610
and+or+nand+nor	2.81
AOI/OAI and AO/OA	8.68
DFF	78.1
muxes	8.14
buffers and inverters	1.69
worst max path at each step:
stage / startpoint / endpoint / cells past startpoint / slack (ns)
finish: addr[4] / mem[10][22]$_DFFE_PP_ / 4 / 34.07
global route: addr[4] / mem[10][8]$_DFFE_PP_ / 4 / 34.00
CTS: addr[4] / mem[10][8]$_DFFE_PP_ / 4 / 34.19
state kept, by name (all words and copies together) (netlist names):
register / flops
data_out: 32
mem: 2048
layer usage:
metal	share of wire (%)	track usage, %
met5	0.073	0.366
met4	3.8	6.75
met1	35	29.6
met2	46	33.2
met3	15	15.1
layout by cell type (no fill, tap or decap), types with 5 or more instances in the layout:
cell,netlist,layout
nor3_1,22,19
edfxtp_1,2048,2048
buf_2,83,33
o2bb2ai_1,15,15
and3_1,85,85
or4b_1,14,14
buf_4,8,178
mux2_2,147,147
a2111oi_2,0,8
mux4_2,96,96
nor4_1,14,14
o21ai_0,84,84
a221o_1,15,15
clkinv_1,0,59
a221oi_1,175,175
clkbuf_16,0,196
nand2b_1,18,15
a22oi_1,188,188
o22a_1,70,70
a22o_1,66,66
a31oi_1,43,43
clkdlybuf4s50_1,0,36
clkbuf_1,168,49
a222oi_1,16,16
clkinv_8,0,5
o22ai_1,93,93
nor2_1,145,77
nor2_4,0,67
o221ai_1,6,6
nand2_1,28,27
a211oi_1,17,17
clkinv_2,0,26
or4_1,15,15
a21oi_1,121,121
dlxtp_1,32,32
nand3_1,54,53
bufinv_16,0,9
mux2i_1,259,259
area by class of cell:
| class | count | area [um^2] | area share [%] |
|---|---|---|---|
| inverters | 2 | 15.0 | 0.0168 |
| repair buffers | 251 | 1930 | 2.16 |
| well taps | 2624 | 3280 | 3.68 |
| diodes | 2 | 5.00 | 0.00561 |
| clock buffers | 245 | 5090 | 5.70 |
| clock inverters | 109 | 810 | 0.908 |
| multi-input cells | 1859 | 16100 | 18.0 |
| flip-flops and latches | 2080 | 62000 | 69.5 |
critical path, stage by stage:
cell	delay, ns
clkdlybuf4s50_1	0.77
or3b_2	0.91
nor2_4	0.70
buf_4	0.42
power by group:
group	internal (mW)	switching, mW	total (mW)
clock	0.840	0.671	1.51
sequential	2.09	0.00363	2.10
combinational	0.0627	0.146	0.208
total	3.00	0.820	3.82
per-stage QoR:
step	hold WS [ns]	cells	area [um^2]
floorplan	9.20	4239	78800
global placement	9.33	6816	83300
detailed placement	9.33	6816	83300
CTS	8.46	7170	89200
global route	8.46	7170	89200
finish	8.50	7172	89200
Power is estimated from default activity; no workload was simulated.
