--- config.mk ---
export PLATFORM = sky130hd
export DESIGN_NAME = InstMem
export DESIGN_NICKNAME = InstMem
export VERILOG_FILES = /design/flow/design.v
export SDC_FILE = /design/flow/constraint.sdc
export NUM_CORES = 4
export LEC_CHECK = 1
export CORE_AREA = 10 10 70 70
export DIE_AREA = 0 0 80 80
--- constraint.sdc ---
current_design InstMem

set clk_period 1.4
set clk_io_pct 0.2

create_clock -name clk0 -period $clk_period

set non_clock_inputs [all_inputs -no_clocks]
set_input_delay [expr $clk_period * $clk_io_pct] -clock clk0 $non_clock_inputs
set_output_delay [expr $clk_period * $clk_io_pct] -clock clk0 [all_outputs]
--- design.v ---
`timescale 1ns / 1ps
module InstMem (input [5:0] offset, output [31:0] data_out);
   reg [31:0] mem [0:63];
   assign data_out = mem[offset];
   initial begin
    mem[0]=32'b0000000_00000_00000_000_00000_0110011 ;  
    mem[1]=32'b00000000000000000010000010000011 ;  
    mem[2]=32'b00000000010000000010000100000011 ;  
    mem[3]=32'b00000000100000000010000110000011 ;  
    mem[4]=32'b00000000001000001110001000110011 ;  
    mem[5]=32'b00000010001100100000000001100011;  
    mem[6]=32'b0000000_00000_00000_000_00000_0110011 ;  
    mem[7]=32'b0000000_00000_00000_000_00000_0110011 ;  
    mem[8]=32'b0000000_00000_00000_000_00000_0110011 ;  
    mem[9]=32'b00000000001000001000000110110011 ;  
    mem[10]=32'b0000000_00000_00000_000_00000_0110011 ;  
    mem[11]=32'b0000000_00000_00000_000_00000_0110011 ;  
    mem[12]=32'b0000000_00000_00000_000_00000_0110011 ;  
    mem[13]=32'b00000000001000011000001010110011 ;  
    mem[14]=32'b00000000010100000010011000100011;  
    mem[15]=32'b00000000110000000010001100000011 ;  
     mem[16]=32'b0000000_00000_00000_000_00000_0110011 ;  
    mem[17]=32'b00000000000100110111001110110011 ;  
    mem[18]=32'b01000000001000001000010000110011 ;  
    mem[19]=32'b00000000000100000000010010110011 ;  
    end
endmodule
--- run.sh ---
#!/bin/bash
# OpenROAD 26Q1-2900-gdf79404cd8, Yosys 0.63+post, stock flow scripts
make -C /OpenROAD-flow-scripts/flow DESIGN_CONFIG=/design/flow/config.mk WORK_HOME=/design/flow/orfs finish
==> impl_metrics.toml <==
# yosys + openroad results
[status]
status = "finished with violations"
failed_checks = "setup timing"

[cells_and_area]
layout_top_cell_excl_fill_tap = "buf_6"
syn_to_final_growth_pct = 134.6
drive_gt1_share_pct = 67.46
num-fill-cells = 348
layout.area.seq_um2 = 0
final_cell_count_no_fill = 172
area.combinational_um2 = 509.2
mostFrequentLayoutCells = "buf_6, buf_4, conb_1"
finish.utilization_pct = 32.31
layout.clock_buffers = 0
stdcell_area_um2 = 1104
numSequentialCells = 0

[cts]
holdBufCountCts = 0

[setup_path]
cp_max_fo = 4
crit_path_frequent_cell = "buf_6"
cp_slowest_cell = "mux2_4"
crit_path_buf_inv_count = 5
crit_path_start_kind = "input port"
critical_path.endpoint_type = "output pin"
max_stage_delay_ns = 0.29
cp.required_ns = 1.12
cp.arrival_ns = 1.22
critical_path.cell_chain = "buf_8, buf_6, buf_6, buf_6, mux2_4, o2bb2ai_2, buf_2"
setup.worst_path.class = "input port to output pin"
path_delay_family = "buffers and inverters"

[final_timing]
rsz0062_at_grt = "true"
final-hold-violation-count = 0
fin_setup_tns_ns = -0.2476
finalMaxSlewViolations = 0
setup_viol = 3
final_period_minus_worst_setup_slack_ns = 1.505
layout_worst_path_cycle_share_pct = 107.5
max_clock_freq_mhz = 664.6
hold-worst-slack_ns = 0.8426
post-route-worst-setup-slack_ns = -0.1047

[global_routing]
grt_pass1_wl_um = 3456
initial_antenna_violation_count = 0
grt_max_degree = 8
global_route.usage.met3_pct = 1.364
busiest_layer = "met2"
track_usage_pct = 6.350
vias_in_the_first_global_route = 725
grt-ovfl-total = 0
groute.layer.met1.usage_pct = 7.713
grt_use_met2_pct = 11.24

[routing]
routed-via-count = 680
initialDrtViolationCount = 36
wire_per_inst_um = 12.31
dr.pass1.iters = 3
routed_wirelength_um = 2117
post_drt_via_cell_ratio = 3.953
remaining_drc_errors = 0
final_antenna_net_count = 0
num_antenna_cells = 0

[placement]
detailed_place.area_um2 = 800.8
place_ws_ns = -0.8305
portBuffers = 24
dp.cells = 155
gp_congestion = 0.7298
hpwl_reported_at_the_end_of_detailed_placement_um = 1459

[power]
ir_drop_v = 0.00005168
power-per-cell-area_nw_per_um2 = 273.5
power.share.sequential_pct = 0
gate_power_share_pct = 100.0
leakage_nw = 0.5506
power.clock.fraction_pct = 0
total_power_mw = 0.3018
power.switching_mw = 0.1209
p_int_mw = 0.1809
swShare_pct = 40.07

[flow_run]
drv.max_cap_violation_count = 0
stage_log_warnings = 35

[logic_synthesis]
post_synth_instance_area_um2 = 470.5
yosys.stat.chipArea_um2 = 470.5
ys.warnings.count = 1
yosysCellCount = 77
synthCells = 77
synth_sequential_area_ratio_pct = 0
synth.avg_cell_area_um2 = 6.110
netlist-cell-type-count = 32

[die]
design.die.area_um2 = 6400
vertical_die_dimension_um = 80
core_area_um2 = 3416
floorplan.rows = 21
ioPinCount = 38
die_width_um = 80
floorplanUtilization_pct = 13.77

[hold_path]
worstHoldPathCells = 3
holdCritStartpoint = "offset[2]"
hold_path_end = "data_out[13]"
worstHoldPathType = "input port to output pin"
cell type report:
class	count	area share, %
inverter	1	0.5669
multi-input combinational	65	46.15
tap	46	5.215
timing repair buffer	60	48.07
repair_timing:
action                                  in CTS  in global routing
pin swaps                                   17                  8
gates cloned                                 3                  0
setup buffers                               14                  3
endpoints found under the setup margin      19                 10
gates resized                              132                 11
worst max path at each step:
stage          from      endpoint  slack, ns  cells past startpoint
6_report  offset[3]   data_out[8]      -0.10                      7
5_1_grt   offset[0]  data_out[13]      -0.16                      8
4_1_cts   offset[3]   data_out[8]      -0.12                      7
worst min-delay path: cells and delay by family:
family	cells	cell delay [ns]
buf+inv	2	0.21
compound gates	1	0.07
metal layers:
layer	vias to the layer above	wire, µm	share of wire (%)
li1	345	-	-
met1	311	895	42
met2	20	1067	50
met3	4	120	5.7
met4	0	34	1.6
met5	-	0	0
synth_stat cells, drive strengths merged:
library cell	n	share of area, %
a21boi	1	1.6
a21o	1	1.6
a21oi	7	7.4
a221o	1	2.1
a22o	1	1.9
a31oi	1	1.3
a32o	1	2.1
and2	1	1.3
and3	2	2.7
buf	19	30
clkbuf	3	2.7
conb	2	1.6
inv	1	0.80
mux2	1	2.4
nand2	3	2.4
nand2b	4	5.3
nand3	1	1.1
nor2	9	7.2
nor2b	2	2.7
nor3	2	2.1
o2111a	1	2.4
o21a	2	3.2
o21ai	3	3.2
o22ai	3	4.0
o2bb2ai	1	1.9
or2	2	2.7
or2b	1	1.6
or3	1	1.3
kinds of logic (layout without fill, tap and decap cells):
kind of cell | after synthesis | after routing | share of synthesized area, %
and+or+nand+nor | 28 | 28 | 30.32
other | 2 | 13 | 1.596
muxes | 1 | 1 | 2.393
AOI/OAI and AO/OA | 23 | 23 | 32.71
buffers and inverters | 23 | 61 | 32.98
power groups by stage:
stage                 registers (mW)  logic (mW)  clock network [mW]
after CTS                          0       0.293                   0
after global routing               0       0.331                   0
final                              0       0.302                   0
Power figures rest on the tool's default switching activity, not on a simulated workload.
